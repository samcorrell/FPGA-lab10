--- flow/design.v ---
`timescale 1ns / 1ps
module lab10(
    input clk, rst,
    input [2:0] addr1, addr2,ram_addr,
    output [7:0] ram_out
    );
    wire w_rf, DA, SA, SB, w_ram;
    wire [2:0] adr, st_out;
    wire [3:0] rom_d_out, A, B;
    wire [7:0] mult_out;
    cu uut(clk,rst,addr1, addr2, w_rf, adr, DA, SA, SB, st_out, w_ram);
    rom uut1(adr,rom_d_out);
    RF uut2(A, B, SA, SB, rom_d_out, DA, w_rf, rst, clk);
    comb_mult uut3(A, B, mult_out);
    ram uut4(w_ram, clk, rst, mult_out, ram_addr, ram_out);
endmodule
module ram(
    input w, clk, rst,
    input [7:0] d_in,
    input [2:0] addr,
    output reg [7:0] d_out
    );
    reg [7:0]mem[0:7];
    integer i;
    always @(posedge clk)
    begin
        if(rst)
        begin
            for(i = 0; i<8; i= i+1)
            begin
                mem[i] <= 8'b0;
            end
        end
        else begin
        if(w)
            mem[addr] <= d_in;
        else
            d_out<=mem[addr];
        end
    end
endmodule
module rom(
    input [2:0] addr,
    output reg[3:0] d_out
    );
    always @(*)
    begin
        case(addr)
            0: d_out = 4'b0;
            1: d_out = 4'b1100;
            2: d_out = 4'b0110;
            3: d_out = 4'b0111;
            4: d_out = 4'b1000;
            5: d_out = 4'b0001;
            6: d_out = 4'b1101;
            7: d_out = 4'b1110;
            default: d_out = 4'bx;
        endcase
    end
endmodule
module RF(A, B, SA, SB, D, DA, W, rst, clk);
	output [3:0]A;  
	output [3:0]B;  
	input SA;  
	input SB;  
	input [3:0]D;  
	input DA;  
	input W;  
	input rst;  
	input clk;
	wire [1:0]load_enable;
	wire [3:0]R00, R01;
	Decoder1to2 decoder (load_enable, DA, W);
	RegisterNbit reg00 (D,R00,load_enable[0], rst, clk);  
	RegisterNbit reg01 (D,R01,load_enable[1], rst, clk);
	Mux2to1Nbit muxA (A,R00, R01, SA);
	Mux2to1Nbit muxB (B,R00, R01,SB); 
endmodule
module RegisterNbit(D, Q,  L, R, clock);
	parameter N = 4;  
	output reg [N-1:0]Q;  
	input [N-1:0]D;  
	input L;  
	input R;  
	input clock;  
	always @(posedge clock or posedge R) begin
		if(R)
			Q <= 0;
		else if(L)
			Q <= D;
		else
			Q <= Q;
	end
endmodule
module Decoder1to2(m, S, en);
	input S;  
	input en;  
	output [1:0]m;  
	assign m[0] = ~S&en;
	assign m[1] = S&en;
endmodule
module Mux2to1Nbit(o, i1,i2, s);
   input [3:0] i1,i2;
   input  s;
   output reg  [3:0] o;
always @(s or i1 or i2)
begin
   case (s)
      1'b0 : o = i1;
      1'b1 : o = i2;
      default : o = 4'b0;
   endcase
end
endmodule
module cu ( 
input clk, reset,
  input [2:0] adr1,
  input [2:0] adr2,
  output reg w_rf,
  output reg [2:0] adr,
  output reg DA,  SA,SB,
  output reg [2:0] st_out,
  output reg w_ram
);
parameter S0_idle = 0 , S1_send_adr1 = 1 , S2_send_adr2 = 2 ,S3_multiply = 3 ,S4_write_ram = 4,S5_read_ram=5 ;
reg [2:0] PS,NS ;
    always@(posedge clk or posedge reset)
        begin
            if(reset)
                PS <= S0_idle;   
            else    
                PS <= NS ;
        end  
    always@(*)
        begin 
            case(PS)
				S0_idle:begin
				NS = S1_send_adr1;
                                w_rf <=1'b1;
                                w_ram <=1'b1;
            st_out <= 3'b000;
				end
				S1_send_adr1:begin	
				w_rf <=1'b1;
				adr<=adr1;
				DA <=1'b0;
				SA <=1'b0;
				SB <=1'b1;
				st_out <= 3'b001;
				NS = S2_send_adr2;
				end
				S2_send_adr2:begin
				w_rf <=1'b1;
				adr<=adr2;
				NS = S3_multiply;
				DA <=1'b1;
				SA <=1'b0;
				SB <=1'b1;
            st_out <= 3'b010;
			   end
		                S3_multiply: begin
				NS = 	S4_write_ram;
                                st_out <= 3'b011;
				w_ram<=1;
			        end
                                S4_write_ram: begin
                                st_out <= 3'b100;
				NS = 	S5_read_ram;
				end
				S5_read_ram: begin
                                w_ram<=0;
                                st_out <= 3'b101;
				if(!reset) begin
				NS = 	S5_read_ram;
				end
				else begin
				NS = S0_idle;
				end
				end
				endcase
				end
endmodule
module comb_mult(
    input [3:0] a, b,
    output [7:0] p
    );
    wire [0:0] a0b0, a1b0, a2b0, a3b0, a0b1, a1b1, a2b1, a3b1, a0b2, a1b2, a2b2, a3b2, a0b3, a1b3, a2b3, a3b3;
    wire[7:0] pp1, pp2, pp3, pp4;
    assign a0b0 = a[0]*b[0]; assign a1b0 = a[1]*b[0]; assign a2b0 = a[2]*b[0]; assign a3b0 = a[3]*b[0]; 
    assign a0b1 = a[0]*b[1]; assign a1b1 = a[1]*b[1]; assign a2b1 = a[2]*b[1]; assign a3b1 = a[3]*b[1];  
    assign a0b2 = a[0]*b[2]; assign a1b2 = a[1]*b[2]; assign a2b2 = a[2]*b[2]; assign a3b2 = a[3]*b[2]; 
    assign a0b3 = a[0]*b[3]; assign a1b3 = a[1]*b[3]; assign a2b3 = a[2]*b[3]; assign a3b3 = a[3]*b[3];   
    assign pp1 = {4'b0, a3b0, a2b0, a1b0, a0b0};
    assign pp2 = {3'b0, a3b1, a2b1, a1b1, a0b1, 1'b0};
    assign pp3 = {2'b0, a3b2, a2b2, a1b2, a0b2, 2'b0};
    assign pp4 = {1'b0, a3b3, a2b3, a1b3, a0b3, 3'b0};
    assign p = pp1+pp2+pp3+pp4;
endmodule
--- flow/run.sh ---
#!/bin/bash
# OpenROAD 26Q1-2900-gdf79404cd8, Yosys 0.63+post, stock flow scripts
make -C /OpenROAD-flow-scripts/flow DESIGN_CONFIG=/design/flow/config.mk WORK_HOME=/design/flow/orfs finish
--- flow/config.mk ---
export PLATFORM = sky130hd
export DESIGN_NAME = lab10
export DESIGN_NICKNAME = lab10
export VERILOG_FILES = /design/flow/design.v
export SDC_FILE = /design/flow/constraint.sdc
export NUM_CORES = 4
export LEC_CHECK = 1
export CORE_UTILIZATION = 50
--- flow/constraint.sdc ---
current_design lab10

set clk_period 5.1
set clk_io_pct 0.2

create_clock -name clk0 -period $clk_period [get_ports {clk}]

set non_clock_inputs [all_inputs -no_clocks]
set_input_delay [expr $clk_period * $clk_io_pct] -clock clk0 $non_clock_inputs
set_output_delay [expr $clk_period * $clk_io_pct] -clock clk0 [all_outputs]
==> run_results.csv <==
group,metric,value,unit
die,ios,19,
route,detail_route.iter0.violations,131,
flow_run,drv_cap,0,
power,p_total,0.00141,W
cts,ctsHoldBuffers,0,
final_timing,hold_ws,0.572,ns
route,diodes,0,
min_path,min-delay-start,"uut2.reg01.Q[1]",
cts,clk_latency,0.36,ns
logic_synthesis,postSynthAreaPerCell,12.8,µm²
logic_synthesis,top_cells_by_area,"edfxtp_1 51%, dfrtp_1 6.5%, nor2_1 6.3%",
die,die-area,8850,µm²
global_route,grt_overflow_total,0,
critical_path,regToRegSetupSlack,1.55,ns
cts,clockBufferDepth,2,
logic_synthesis,synth-edff-count,72,
logic_synthesis,topCombFamilyByArea,"simple AND/OR/NAND/NOR gates",
final_timing,fin_skew,0.0186,ns
logic_synthesis,ys_sh_adder,5.91,%
logic_synthesis,ys_cells,332,
logic_synthesis,ys_warn_count,5,
route,viasPerCell,5.39,
die,die_h,94.1,µm
route,drtAntennaViolNets,0,
critical_path,worstSetupPathType,"reg2reg",
global_route,grt_pass1_vias,2521,
logic_synthesis,synth.area.mux_share,11.3,%
cts,cts_tree,"built",
cts,ctsResizeCount,0,
cts,cts-root-buf,"clkbuf_8",
cts,numCtsBuffers,9,
cts,postCtsSetupBuffers,0,
final_timing,tightest_slew,0.783,ns
logic_synthesis,postSynthCellCount,332,
die,fp_util,51.6,%
critical_path,crit_path_end_kind,"register",
final_layout,area_growth,10.8,%
route,firstDrtPassIters,4,
global_route,gr-usage-all-layers,23.2,%
final_timing,slew_violations,0,
critical_path,crit_arrival,3.63,ns
logic_synthesis,async_flop_share,12.1,%
placement,place_congestion,0.919,
logic_synthesis,ys_sh_simple,13.6,%
final_timing,slew_headroom,47.6,%
placement,portBuffers,18,
die,die_x,94.1,µm
critical_path,setup.worst_path.start,"uut2.reg01.Q[0]",
power,p_leak,1.86,nW
final_timing,untimed_endpoints,11,
logic_synthesis,yosysTopAreaCell,"edfxtp_1",
final_timing,timing.setup.tns,0,ns
final_timing,rsz0062_at_grt,"false",
global_route,grt_max_degree,21,
global_route,antenna_found_initial,0,
logic_synthesis,synthesis.area,4240,µm²
logic_synthesis,ys_sh_aoi,4.64,%
die,std_cell_rows,33,
min_path,hp-class,"reg2reg",
final_timing,unclocked_pins,8,
logic_synthesis,ff_type,"edfxtp_1",
final_timing,min_period,3.55,ns
route,drc_errors,0,
cts,path_clk_slew,0.08,ns
critical_path,start_kind,"register",
final_timing,hold_viol,0,
final_layout,drive_gt1_share,14.3,%
logic_synthesis,ys_area,4240,µm²
route,routed_wl,8480,µm
critical_path,rr_startpoint,"uut2.reg01.Q[0]",
critical_path,worstPathRequired,5.18,ns
logic_synthesis,synth_xor_xnor_area_share,1.03,%
run_status,status,"complete, no violations",
power,vdd_ir_drop_max,0.000128,V
logic_synthesis,ys.flops,91,
critical_path,cp_max_fo,8,
logic_synthesis,top_cell_area_share,51.0,%
route,wl_per_cell,18.3,µm
final_timing,setup_violations,0,
flow_run,warning_count,28,
power,pwr_density_cell,301,nW/µm²
global_route,grt_pass1_wl,13700,µm
cts,htreeDepth,3,
final_timing,period_used_share,69.6,%
final_timing,max_freq,282,MHz
logic_synthesis,synth_cell_types,43,
route,via_count,2492,
placement,hpwl,5800,µm
die,coreArea,8220,µm²
final_layout,fill_cells,671,
-- worst paths after layout --
| path | end | cells after the start |
|---|---|---|
| worst max-delay path | uut4.mem[3][6] | 12 |
| worst min-delay path | uut2.reg01.Q[1] | 1 |
| worst max register to register | uut4.mem[3][6] | 12 |
| worst min register to register | uut2.reg01.Q[1] | 1 |
| max in group asynchronous | uut2.reg01.Q[3] | 2 |
| min in group asynchronous | uut.PS[2] | 2 |
-- worst max-delay path, stage by stage, from the launching register on --
cell and delay (ns):
dfrtp_1 0.42, and2_1 0.21, ha_1 0.30, a21o_1 0.18, a21oi_1 0.19, xnor2_1 0.12
fa_1 0.61, inv_1 0.06, ha_1 0.28, a21o_1 0.18, a21oi_1 0.18, xor2_1 0.48
nor2_1 0.08
-- cell families (layout without fill, tap and decap cells) --
family                   count (synthesis)  count (layout)
AND-OR/OR-AND                           31              31
XOR/XNOR                                 5               5
adder cells (fa/ha/maj)                 17              17
buffers and inverters                   29              54
flip-flops                              83              83
latches                                  8               8
multiplexers                            34              34
AND/OR/NAND/NOR                        125             125
-- flip-flops by register name (all words and copies together) (netlist names) --
register      cells
uut.adr           3
uut2.reg01.Q      4
uut.NS            3
uut2.reg00.Q      4
uut.PS            3
uut.w_ram         1
uut.DA            1
uut4.d_out        8
uut4.mem         64
-- per-layer routing --
layer	share of wire, %	up-vias	track usage, %
met5	0	-	0
met4	1.2	0	3.97
met3	4.6	6	5.27
met2	51	72	36.6
met1	43	1198	37.2
li1	-	1216	-
-- synthesized netlist by cell type, drive strengths merged, types with 4 or more instances --
master   n
and2    10
buf      9
inv     17
nand2   29
dfrtp   11
ha      12
fa       5
nand3    7
mux4     8
o21ai    7
mux2    18
nor2    72
mux2i    8
dlxtn    8
a31oi    4
a21oi    7
edfxtp  72
-- layout make-up --
class / instances / area, µm² / share of cell area (%)
multi-input combinational: 212 / 1540 / 32.9
timing repair buffer: 20 / 195 / 4.16
tap: 105 / 131 / 2.80
clock buffer: 9 / 124 / 2.64
sequential: 91 / 2560 / 54.5
clock inverter: 7 / 75.1 / 1.60
inverter: 18 / 67.6 / 1.44
-- through the flow --
step	worst slack (ns)	area [µm²]	cells	utilization [%]
2_1_floorplan	1.88	4240	332	-
4_1_cts	1.53	4690	462	57.1
3_5_place_dp	1.56	4500	446	54.7
3_3_place_gp	1.60	4500	446	54.7
6_report	1.55	4690	462	57.1
5_1_grt	1.30	4690	462	57.1
-- report_power, final --
part | internal [W] | leakage (nW) | switching (W)
combinational | 0.0000542 | 0.835 | 0.0000960
sequential | 0.000770 | 0.935 | 0.0000110
clock | 0.000229 | 0.0939 | 0.000251
total | 0.00105 | 1.86 | 0.000358
-- cell usage in the layout, fill, tap and decap left out, types with 2 or more instances in the layout --
cell | synthesis | layout
inv_6 | 0 | 2
mux4_2 | 4 | 4
clkinvlp_4 | 0 | 2
nand3_2 | 6 | 6
xnor2_1 | 2 | 2
buf_4 | 1 | 2
and2_1 | 10 | 10
nand3b_1 | 2 | 2
nor2_1 | 71 | 71
dfrtp_1 | 11 | 11
dlxtn_1 | 8 | 8
a21o_1 | 3 | 3
o21bai_1 | 2 | 2
a31oi_1 | 4 | 4
mux4_1 | 4 | 4
clkbuf_8 | 0 | 9
inv_1 | 16 | 16
fa_1 | 5 | 5
ha_1 | 12 | 12
clkdlybuf4s50_1 | 0 | 18
nand2_1 | 28 | 28
o21ai_0 | 7 | 7
nor3b_2 | 2 | 2
mux2i_1 | 8 | 8
mux2_2 | 18 | 18
a21oi_1 | 7 | 7
xor2_1 | 3 | 3
clkinv_1 | 1 | 2
edfxtp_1 | 72 | 72
a22oi_1 | 3 | 3
Power and IR drop assume default switching activity.
